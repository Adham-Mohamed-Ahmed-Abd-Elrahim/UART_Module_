<file path="flow/run.sh">
#!/bin/bash
# OpenROAD 26Q1-2900-gdf79404cd8, Yosys 0.63+post, stock flow scripts
make -C /OpenROAD-flow-scripts/flow DESIGN_CONFIG=/design/flow/config.mk WORK_HOME=/design/flow/orfs finish
</file>
<file path="flow/config.mk">
export PLATFORM = sky130hd
export DESIGN_NAME = TX_Module
export DESIGN_NICKNAME = TX_Module
export VERILOG_FILES = /design/flow/design.v
export SDC_FILE = /design/flow/constraint.sdc
export NUM_CORES = 4
export LEC_CHECK = 1
export CORE_AREA = 10 10 91 91
export DIE_AREA = 0 0 101 101
</file>
<file path="flow/constraint.sdc">
current_design TX_Module

set clk_period 2.2
set clk_io_pct 0.2

create_clock -name clk0 -period $clk_period [get_ports {clk}]

set non_clock_inputs [all_inputs -no_clocks]
set_input_delay [expr $clk_period * $clk_io_pct] -clock clk0 $non_clock_inputs
set_output_delay [expr $clk_period * $clk_io_pct] -clock clk0 [all_outputs]
</file>
<file path="flow/design.v">
`timescale 1ns / 1ps
module TX_Module(
input clk,   			 
input TX_EN,			 
input [7:0] Tx_input, 
input baud_x16_en , 
output reg TX_ACTIVE, 
output reg  Serial_out, 
output reg data_sent); 
localparam IDLE=		2'b00;
localparam START=		2'b01;
localparam SEND=		2'b10;
localparam STOP=		2'b11;
reg [7:0] Parallel_Data;
reg [2:0] bit_index;
reg [3:0] baud_counter; 
reg [1:0] current_status ;
reg [1:0] next_status;
always @(posedge clk)
begin
current_status<=next_status;
end
always@(posedge clk)
begin
if(baud_x16_en)
begin
case(current_status) 
IDLE:begin
 bit_index<=0;
 baud_counter<=0;
 data_sent<=0;
 Serial_out<=1; 
 TX_ACTIVE<=0; 
 data_sent<=0;
if(TX_EN)
begin
TX_ACTIVE<=1;
Parallel_Data<=Tx_input;
next_status<=START;
end
else 
next_status<=IDLE;
end
START:begin
Serial_out<=0; 
if(baud_counter<15)
begin
baud_counter<=baud_counter+1;
next_status<=START;
end
else begin
baud_counter<=0;
next_status<=SEND;
end
end
SEND:begin
Serial_out<=Parallel_Data[bit_index];
if(baud_counter<15)
begin
	baud_counter<=baud_counter+1;
	next_status<=SEND;
end
else
	begin
	baud_counter<=0;
	if(bit_index<7)
		begin
		bit_index<=bit_index+1;
		next_status<=SEND;
	   end
	else
		begin
		bit_index<=0;
		next_status<=STOP;
	end
end
end
STOP:begin
Serial_out<=1; 
if(baud_counter<15)
begin
	baud_counter<=baud_counter+1;
	next_status<=STOP;
end
else begin
	baud_counter<=0;
	TX_ACTIVE<=0; 
	data_sent<=1; 
	next_status<=IDLE;
end
end
default:next_status<=IDLE;
endcase
end
end
endmodule
</file>
==> Slide: Implementation Results <==
Implementation Results

Pwr
  • Net switching power: 0.234 mW
  • Leak pwr: 0.469 nW
  • Clk network pwr share: 0.341
  • Pwr dens: 813 nW/µm²
  • Logic pwr share: 0.160
  • P_int: 0.844 mW
  • Overall Power: 1.08 mW
  • Worst vdd ir: 379 µV
  • Sw Ratio: 0.217
  • Seq pwr share: 0.499

Layout
  • Comb area: 369 µm²
  • Area growth from synthesis to layout: 29.3%
  • Reg area: 641 µm²
  • Share of cells above drive strength 1: 0.115
  • Final Non-Filler Cells: 164
  • Fillers: 655

Logic synthesis
  • Cells after synthesis: 70
  • Unique masters post-synth: 27
  • Most frequent cell after synthesis: edfxtp_1
  • Post-synthesis sequential area ratio: 0.624
  • Post-synth EDFFs: 20
  • Yosys cell count: 70
  • Syn avg cell area: 14.7 µm²
  • Top cells by count: edfxtp_1 (20), ha_1 (8)
  • Yosys Chip Area: 1030 µm²
  • Top cells by area: edfxtp_1 (59%), ha_1 (9.8%), dfxtp_1 (3.9%)
  • Area share, top type: 0.585
  • Post-synth top area cell: edfxtp_1
  • Synth flops: 22
  • Post-synthesis cell area: 1030 µm²
  • Dominant flop cell: edfxtp_1
  • Yosys warning tally: 1
  • Asr flop ratio synth: 0

GRT
  • Initial antenna violation count: 0
  • GR Util All Layers: 0.0388
  • First-pass GRT wire length: 3200 µm
  • Number of global-route vias before repair: 649
  • Maximum number of pins on one net before global-route repair: 14
  • Gr ovfl total: 0

Floorplan
  • Die area: 10200 µm²
  • Die X: 101 µm
  • FP Rows: 29
  • Fp_density: 0.162
  • Core Region: 6350 µm²
  • Die Ht: 101 µm
  • I/O pins: 14

Detailed routing
  • Ant diodes: 0
  • Vias/cell: 3.87
  • Drt initial violations: 81
  • Via count: 635
  • Drt first pass iters: 4
  • Routed WL per cell: 11.2 µm
  • Total Wirelength: 1840 µm
  • Antenna Violating Nets Remaining: 0
  • # DRC: 0

Clock network
  • Cts hold-fix bufs: 0
  • Clock Sinks: 22
  • Worst skew pair latency: 0.26 ns
  • Total CTS buffers: 3
  • Max Buffers Root-to-Sink: 2
  • CTS resizes: 0
  • CTS clock-pin slew for the worst setup and hold paths: 0.08 ns
  • Htree depth: 1
  • CTS tree: yes
  • Clk root buf: clkbuf_8
  • Setup repair bufs after CTS: 0

Critical path
  • R2R Setup Slk: 0.53 ns
  • Worst EP arrival: 1.62 ns
  • WP data required: 2.15 ns
  • CP Max Fanout: 7
  • CP Capture Type: flip-flop
  • Worst Setup Start Kind: flip-flop
  • Critical path class: flip-flop to flip-flop

Timing
  • Hold slack final: 0.333 ns
  • Final Cycle Share: 0.759
  • Slew @ Worst Pin: 0.355 ns
  • Final Setup Violations: 0
  • Period minus WS final: 1.67 ns
  • Slew margin rel.: 0.763
  • Unrepaired setup endpoints after global routing: no
  • Worst clock skew: 0.00915 ns
  • Total negative setup slack: 0 ns
  • Fmax achieved: 599 MHz
  • Final Max Tran Viols: 0
  • Final Hold Fails: 0

Placement
  • Dpl cells: 160
  • HPWL Detailed: 1450 µm
  • Placer Congestion: 0.768
  • PortBufs: 13

Job
  • Count of tool warnings: 30
  • Maxcap violations: 0

Worst hold path
  • Worst Hold Class: flip-flop to flip-flop

Status
  • Outcome: finished, final reports clean
stage by stage:
step / setup WS, ns / util / instance area (µm²)
after floorplan: 0.737 / - / 1030
after global placement: 0.518 / 0.198 / 1250
after detailed placement: 0.475 / 0.198 / 1250
after CTS: 0.534 / 0.209 / 1330
after global routing: 0.387 / 0.209 / 1330
final: 0.531 / 0.209 / 1330
worst paths after layout:
kind / to / start / cells after the start
setup / recovery: bit_index[0]$_SDFFCE_PP0P_ / baud_counter[0]$_SDFFCE_PP0P_ / 4
hold / removal: current_status[0]$_DFF_P_ / next_status[0]$_DFFE_PP_ / 0
setup reg to reg: bit_index[0]$_SDFFCE_PP0P_ / baud_counter[0]$_SDFFCE_PP0P_ / 4
hold reg to reg: current_status[0]$_DFF_P_ / next_status[0]$_DFFE_PP_ / 0
layout make-up:
cell class                 count  share of cell area
timing repair buffer          14               0.104
clock buffer                   3              0.0311
inverter                       3             0.00849
multi-input combinational     44               0.278
sequential                    22               0.483
tap                           77              0.0726
clock inverter                 1              0.0226
flip-flops by register name (all words and copies together) (netlist names):
register        flops
baud_counter        4
TX_ACTIVE           1
Serial_out          1
Parallel_Data       8
data_sent           1
next_status         2
bit_index           3
current_status      2
cell families after synthesis:
kind of cell,synth area share
AOI/OAI and AO/OA,0.0598
xor gates and xnor gates,0.00854
adders and majority gates,0.0976
buffers and inverters,0.0158
DFF,0.624
muxes,0.0732
and+or+nand+nor,0.121
power by group through the flow:
stage	clock [mW]	sequential [mW]	combinational [mW]
after CTS	0.376	0.538	0.174
after global routing	0.396	0.545	0.195
final	0.368	0.538	0.173
per-layer routing:
layer / track usage / up-vias / share of wire
met2: 0.0575 / 25 / 0.43
met1: 0.0540 / 311 / 0.48
met3: 0.0166 / 2 / 0.082
met5: 0 / - / 0
met4: 0.00322 / 0 / 0.0049
li1: - / 297 / -
worst max-delay path, stage by stage (launching register included):
cell      delay, ns
edfxtp_1       0.42
ha_1           0.23
and3_1         0.32
mux2i_1        0.13
nor2b_1        0.26
placed cells by master, fill, tap and decap left out:
cell type and count:
a21o_1 2, o22ai_1 1, o21a_1 1, mux2_2 2, a31oi_1 1, edfxtp_1 20
nor2b_1 3, a21oi_1 2, inv_1 3, nor2_1 2, mux4_2 1, nand2_1 2
xnor2_1 1, mux2i_1 3, nor3b_1 1, nand3_1 2, buf_4 1, dfxtp_1 2
a311oi_1 1, nand2b_1 1, o31ai_1 1, and3_1 3, clkbuf_8 3, nand3b_1 2
nor3b_2 1, ha_1 8, bufinv_16 1, clkdlybuf4s50_1 13, nor3_1 2, nor3_2 1
No activity file was given, so power comes from the tool's default toggle rates.
