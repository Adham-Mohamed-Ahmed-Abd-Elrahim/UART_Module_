[./run.sh]
#!/bin/bash
# OpenROAD 26Q1-2900-gdf79404cd8, Yosys 0.63+post, stock flow scripts
make -C /OpenROAD-flow-scripts/flow DESIGN_CONFIG=/design/flow/config.mk WORK_HOME=/design/flow/orfs finish
[./config.mk]
export PLATFORM = sky130hd
export DESIGN_NAME = LED_CTR
export DESIGN_NICKNAME = LED_CTR
export VERILOG_FILES = /design/flow/design.v
export SDC_FILE = /design/flow/constraint.sdc
export NUM_CORES = 4
export LEC_CHECK = 1
export CORE_AREA = 10 10 70 70
export DIE_AREA = 0 0 80 80
[./constraint.sdc]
current_design LED_CTR

set clk_period 1.5
set clk_io_pct 0.2

create_clock -name clk0 -period $clk_period [get_ports {clk}]

set non_clock_inputs [all_inputs -no_clocks]
set_input_delay [expr $clk_period * $clk_io_pct] -clock clk0 $non_clock_inputs
set_output_delay [expr $clk_period * $clk_io_pct] -clock clk0 [all_outputs]
[./design.v]
`timescale 1ns / 1ps
module LED_CTR(
input [7:0] UART_OUT,
input clk,
output reg [3:0] LEDS_OUT );
always @(posedge clk)
begin
case(UART_OUT)
0:begin
LEDS_OUT[0]<=0;
LEDS_OUT[1]<=0;
LEDS_OUT[2]<=0;
LEDS_OUT[3]<=0;
end
1:begin
LEDS_OUT[0]<=1;
LEDS_OUT[1]<=0;
LEDS_OUT[2]<=0;
LEDS_OUT[3]<=0;
end
2:begin
LEDS_OUT[0]<=0;
LEDS_OUT[1]<=1;
LEDS_OUT[2]<=0;
LEDS_OUT[3]<=0;
end
3:begin
LEDS_OUT[0]<=1;
LEDS_OUT[1]<=1;
LEDS_OUT[2]<=0;
LEDS_OUT[3]<=0;
end
4:begin
LEDS_OUT[0]<=0;
LEDS_OUT[1]<=0;
LEDS_OUT[2]<=1;
LEDS_OUT[3]<=0;
end
5:begin
LEDS_OUT[0]<=1;
LEDS_OUT[1]<=0;
LEDS_OUT[2]<=1;
LEDS_OUT[3]<=0;
end
6:begin
LEDS_OUT[0]<=0;
LEDS_OUT[1]<=1;
LEDS_OUT[2]<=1;
LEDS_OUT[3]<=0;
end
7:begin
LEDS_OUT[0]<=1;
LEDS_OUT[1]<=1;
LEDS_OUT[2]<=1;
LEDS_OUT[3]<=0;
end
8:begin
LEDS_OUT[0]<=1;
LEDS_OUT[1]<=1;
LEDS_OUT[2]<=1;
LEDS_OUT[3]<=1;
end
default:begin
LEDS_OUT[0]<=0;
LEDS_OUT[1]<=0;
LEDS_OUT[2]<=0;
LEDS_OUT[3]<=0;
end 
endcase
end
endmodule
==> job_summary.md <==
## PnR job results

| Metric | Value |
|---|---|
| Core Util, Final | 0.104 |
| Worst path depth | 1 |
| Leak pwr | 0.117 nW |
| Routability cong. | 0.667 |
| Net Sw Frac | 0.180 |
| Crit path time final | 1.31 ns |
| Status | completed |
| CP max stage delay | 0.49 ns |
| Max-cap check violation count | 0 |
| Register share of total power | 0.396 |
| Internal power | 0.224 mW |
| Pins Over Slew Limit | 0 |
| Total Wirelength | 548 um |
| Clk root buf | clkbuf_4 |
| I/O pin cnt | 13 |
| Hold/Removal Path Class | primary input to register |
| Largest net degree at the start of global routing | 5 |
| CP Launch Type | register |
| Clk pin slew, worst setup/hold paths | 0.04 ns |
| Mapped Area | 149 um2 |
| Worst-path cell chain | clkdlybuf4s50_1 |
| Slew Limit Headroom | 0.917 |
| Congestion Overflow GR | 0 |
| Dpl ws | -0.0299 ns |
| Initial antenna violation count | 0 |
| # rows | 21 |
| Gate Count Post-Synth | 13 |
| CTS Buffer Depth | 2 |
| Init Core Util | 0.0436 |
| Post-route DRC | 0 |
| Share of layout cells above drive strength 1 | 0.276 |
| Clock power share | 0.477 |
| Setup Buffers After CTS | 0 |
| Die Width | 80 um |
| Worst hold path cell count | 3 |
| Register share after synthesis | 0.538 |
| Die ar. | 6400 um2 |
| Crit path DRT | 1.20 ns |
| Critical path type | register to output pin |
| Ant diodes | 0 |
| Vias in the first global route | 176 |
| Max FO, Critical Path | 1 |
| Period utilization | 0.874 |
| PD cells | 767 nW/um2 |
| Htree depth | 1 |
| Family with the most delay on the worst path | buffers and inverters |
| Yosys stat cell total | 13 |
| Hold_buf cts | 0 |
| Area grow syn2layout | 139% |
| Die Y | 80 um |
| Number of clock sinks | 4 |
| Worst-margin pin slew | 0.124 ns |
| Initial drt markers | 0 |
| Total track usage | 0.0174 |
| Syn_area_per_cell | 11.5 um2 |
| Chip area in the Yosys report | 149 um2 |
| Yosys warnings | 1 |
| DP Cell Count | 72 |
| Design Power | 0.274 mW |
| Maximum VDD drop | 183 uV |
| DRT Pass-1 Iters | 1 |
| Max Clock Freq | 0.763 GHz |
| Slowest cell on crit path | clkdlybuf4s50_1 |
| Core box area | 3420 um2 |
| Largest Register | LEDS_OUT |
| Fin worst setup slack | 0.189 ns |
| Biggest regs | LEDS_OUT: 4 flops |
| Resized Gates After CTS | 0 |
| WP data arrival | 1.01 ns |
| Tool warning count | 25 |
| CP Buf/Inv Count | 1 |
| Non-filler instance count after layout | 75 |
| Cts bufs inserted | 3 |
| Distinct lib cells used | 7 |
| Worst Setup End Kind | output pin |
| Drt wl/cell | 7.31 um |
| Number of flip-flops in the largest register | 4 |
| TritonCTS clock tree | done |
| Sw Pwr | 0.0492 mW |
| Final instance area | 357 um2 |
| Post-DP Area | 334 um2 |
| Setup TNS Final | 0 ns |
| Total number of vias | 156 |
| Port Buffers | 12 |
| Fillers | 421 |
| Min Hold Slack | 0.738 ns |
| Setup Viol. Count Final | 0 |
| Vias per cell | 2.08 |
| Setup repair after global routing missed its margin | false |
| Final Hold Violating Endpoints | 0 |
| Antenna-violating nets left | 0 |
| HPWL after detailed placement | 493 um |
| Combinational Power Share | 0.127 |
| Global-route wire length before repair | 814 um |
| FF+latch count, synth | 4 |
## cell families (layout without fill, tap and decap cells)
logic type	after synthesis	in the layout	synth area share
compound gates	3	3	0.101
simple gates	6	6	0.361
flops	4	4	0.538
buf+inv	0	16	0
## metal layers
metal,wire length [um],share of wire,track usage
met5,0,0,0
met4,0,0,0.00528
met3,88,0.16,0.0193
met2,127,0.23,0.0161
met1,333,0.61,0.0233
## worst paths after layout
kind,from,endpoint,slack [ns]
max,LEDS_OUT[0],LEDS_OUT[0],0.19
min,UART_OUT[4],LEDS_OUT[3],0.74
## power groups by stage
stage                 Clock (mW)  Sequential, mW  Combinational (mW)
after global routing       0.146           0.108              0.0375
final                      0.131           0.108              0.0347
after CTS                  0.140           0.108              0.0352
## synth_stat cells (all sizes together)
cell,count,area [um2]
dfxtp,4,80.1
a21oi,3,15.0
or2b,3,25.0
nor2,1,3.75
or4,1,11.3
or4b,1,13.8
## final cells by class
type	count	area [um2]	area share
clock buffers	3	22.5	0.0632
multi-input cells	9	68.8	0.193
flip-flops and latches	4	80.1	0.225
well taps	46	57.6	0.161
repair buffers	13	128	0.358
## layout by cell type, fill, tap and decap left out
cell,instances
or4_4,1
a21oi_1,3
nor2_1,1
buf_4,1
or2b_2,2
clkbuf_4,3
or4b_4,1
clkdlybuf4s50_1,12
or2b_1,1
dfxtp_1,4
No activity file was given, so power comes from the tool's default toggle rates.
