[flow/config.mk]
export PLATFORM = sky130hd
export DESIGN_NAME = uart_baud_gen
export DESIGN_NICKNAME = uart_baud_gen
export VERILOG_FILES = /design/flow/design.v
export SDC_FILE = /design/flow/constraint.sdc
export NUM_CORES = 4
export LEC_CHECK = 1
export CORE_AREA = 10 10 70 70
export DIE_AREA = 0 0 80 80
[flow/constraint.sdc]
current_design uart_baud_gen

set clk_period 2.0
set clk_io_pct 0.2

create_clock -name clk0 -period $clk_period [get_ports {clk}]

set non_clock_inputs [all_inputs -no_clocks]
set_input_delay [expr $clk_period * $clk_io_pct] -clock clk0 $non_clock_inputs
set_output_delay [expr $clk_period * $clk_io_pct] -clock clk0 [all_outputs]
[flow/design.v]
`timescale 1ns/1ps
module uart_baud_gen (
  input        clk,           
  input        rst,           
  output       baud_x16_en    
);
  function integer clogb2;
    input [31:0] value;
    reg   [31:0] my_value;
    begin
      my_value = value - 1;
      for (clogb2 = 0; my_value > 0; clogb2 = clogb2 + 1)
        my_value = my_value >> 1;
    end
  endfunction
  parameter BAUD_RATE    = 57_600;               
  parameter CLOCK_RATE   = 100_000_000;
  localparam OVERSAMPLE_RATE = BAUD_RATE * 16;
  localparam DIVIDER = (CLOCK_RATE+OVERSAMPLE_RATE/2) / OVERSAMPLE_RATE;
  localparam OVERSAMPLE_VALUE = DIVIDER - 1;
  localparam CNT_WID = clogb2(DIVIDER);
  reg [CNT_WID-1:0] internal_count;
  reg               baud_x16_en_reg;
  wire [CNT_WID-1:0] internal_count_m_1;  
  assign internal_count_m_1 = internal_count - 1'b1;
  always @(posedge clk)
  begin
    if (rst)
    begin
      internal_count  <= OVERSAMPLE_VALUE;
      baud_x16_en_reg <= 1'b0;
    end
    else
    begin
      baud_x16_en_reg   <= (internal_count_m_1 == {CNT_WID{1'b0}});
      if (internal_count == {CNT_WID{1'b0}}) 
      begin
        internal_count    <= OVERSAMPLE_VALUE;
      end
      else  
      begin
        internal_count    <= internal_count_m_1;
      end
    end  
  end  
  assign baud_x16_en = baud_x16_en_reg;
endmodule
[flow/run.sh]
#!/bin/bash
# OpenROAD 26Q1-2900-gdf79404cd8, Yosys 0.63+post, stock flow scripts
make -C /OpenROAD-flow-scripts/flow DESIGN_CONFIG=/design/flow/config.mk WORK_HOME=/design/flow/orfs finish
==> results_slide.txt <==
Physical Implementation Snapshot

Run status
  – Outcome: finished clean

Pwr
  – Design Power: 0.000368 W
  – Switching pwr: 0.000105 W
  – Clock power frac: 0.337
  – Seq pwr share: 0.508
  – Internal power: 0.000264 W
  – Cell area power density: 683 nW/um^2
  – Worst vdd ir: 172 uV
  – Combinational power share: 0.155
  – Leakage power: 0.192 nW
  – Switching share of total power: 0.284

Yosys
  – Top area cell types: dfxtp_1, ha_1, nor2_1, nand2_1, xnor2_1
  – Mapped Area: 439 um^2
  – Count leader, synth: nor2_1
  – Commonest cells in the netlist: nor2_1, dfxtp_1, nand2_1
  – Number of enable flip-flop cells: 0
  – Asr flop ratio synth: 0
  – Post-Synthesis Mean Instance Area: 8.78 um^2
  – Syn. warnings: 1
  – Post-synth seq share: 0.365
  – Area leader, netlist: dfxtp_1
  – Commonest flop: dfxtp_1
  – Top cell area share: 0.365
  – Cell total in the yosys stat output: 50
  – Synth flops: 8
  – YS chip area: 439 um^2
  – Cell variety after synth: 23
  – Post-synthesis instance total: 50

Flow run
  – Tool Warnings: 27
  – Maxcap violations: 0

Layout
  – Layout cell share with drive strength beyond 1: 0.182
  – Synthesis-to-finish area growth: 22.8%
  – Number of flip-flops in the largest register: 7

Floorplanning
  – Core Area: 3420 um^2
  – Die Size: 6400 um^2
  – Die height: 80 um
  – Horiz. Die Dim: 80 um
  – FP Core Util: 0.129
  – Io pins: 3
  – Num rows: 21

Clock tree
  – Clock Tree Buf Depth: 2
  – Post-CTS Repair Setup Buffers: 0
  – CTS HTree Levels: 1
  – Hold buffers post-CTS: 0
  – Later-pin clock latency in the skew report: 260 ps
  – CTS tree: built
  – CTS Sinks: 8
  – Clock Tree Root: clkbuf_4
  – TritonCTS Buffers: 3
  – Post_cts resized: 0
  – Register clock-pin slew on the reported worst setup and hold paths: 60 ps

Placed design
  – Port buffer count: 2
  – GPL Wtd Cong: 0.826
  – Post-DP HPWL: 617 um
  – Place WS: 614 ps

STA
  – Worst-margin pin slew: 295 ps
  – RSZ-0062 raised after global routing: no
  – Hold violation count in the final report: 0
  – Min cycle time layout: 1430 ps
  – Max Fclk: 0.700 GHz
  – Final setup violation count: 0
  – Slew HR: 0.802
  – WHS: 529 ps
  – Setup slack after layout: 571 ps
  – Tcrit/Tclk final: 0.714
  – Max-slew violations: 0
  – Setup TNS: 0 ps
  – Layout Skew: 12.6 ps

Setup path
  – CP max stage delay: 460 ps
  – Slowest CP cell: clkdlybuf4s50_1
  – Startpoint types: flip-flop
  – Critical setup path kind: flip-flop to output port
  – CP Cell Sequence: clkdlybuf4s50_1
  – Kind of cell adding the most delay to the critical path: buffers and inverters
  – Critical path buffer and inverter count: 1
  – Worst path arrival time: 1030 ps
  – Crit path capture type: output port
  – WP data required: 1600 ps
  – Crit-path max FO: 1

Detailed routing
  – Routed WL per cell: 7.80 um
  – Remaining DRCs: 0
  – Vias: 331
  – DR iter-0 viols: 12
  – Router iterations before antenna repair: 2
  – Vias/cell: 3.28
  – Ant. Diodes: 0
  – Routed WL: 788 um
  – Routed Antenna Nets: 0

Global routing
  – Antenna violations before repair: 0
  – GRT Util Overall: 0.0279
  – First-pass GRT wire length: 1460 um
  – Pin count of the biggest net entering global routing: 9
  – Grt ovf: 0
  – Vias in the first global route: 326

Hold path
  – Min-delay worst type: flip-flop to flip-flop
==> stage by stage <==
step	cells	utilization	area, um^2
2_1_floorplan	50	-	439
3_3_place_gp	98	0.151	517
3_5_place_dp	98	0.151	517
4_1_cts	101	0.158	539
5_1_grt	101	0.158	539
6_report	101	0.158	539
==> layer usage <==
layer	vias up	routed length, um	GRT usage
met1	140	389	0.0351
li1	185	-	-
met3	0	60	0.0205
met2	6	338	0.0377
met5	-	0	0
met4	0	0	0.00528
==> cells in the final DEF (no fill, tap or decap), types with 2 or more instances in the layout <==
cell type,instances
nor2_1,9
dfxtp_1,8
nand2_1,5
inv_1,3
o21ai_0,3
ha_1,3
clkbuf_4,3
a21oi_1,2
xnor2_1,2
clkdlybuf4s50_1,2
==> cell type report <==
class | instances | area (um^2)
fill | 389 | 2880
timing repair buffer | 2 | 20.0
inverter | 3 | 11.3
clock buffer | 3 | 22.5
sequential | 8 | 160
multi-input combinational | 39 | 268
tap | 46 | 57.6
==> power groups by stage <==
stage	sequential (W)	clock (W)	combinational [W]
after CTS	0.000187	0.000131	0.0000575
final	0.000187	0.000124	0.0000572
after global routing	0.000190	0.000140	0.0000676
==> final timing paths <==
path | startpoint | endpoint | slack, ps | cells after the start
setup reg to reg | internal_count[0] | baud_x16_en_reg | 620 | 5
hold reg to reg | internal_count[0] | internal_count[0] | 530 | 1
hold / removal | internal_count[0] | internal_count[0] | 530 | 1
setup / recovery | baud_x16_en_reg | baud_x16_en | 570 | 1
==> cells by family after synthesis <==
family                   after synthesis  share of synthesized area
buffers and inverters                  3                     0.0256
flip-flops                             8                      0.365
AND-OR/OR-AND                         11                      0.165
AND/OR/NAND/NOR                       22                      0.299
adder cells (fa/ha/maj)                3                     0.0855
XOR/XNOR                               3                     0.0598
Power figures rest on the tool's default switching activity, not on a simulated workload.
